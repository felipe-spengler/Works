File: flow/config.mk
export PLATFORM = sky130hd
export DESIGN_NAME = testeMemoria
export DESIGN_NICKNAME = testeMemoria
export VERILOG_FILES = /design/flow/design.v
export SDC_FILE = /design/flow/constraint.sdc
export NUM_CORES = 4
export LEC_CHECK = 1
export CORE_UTILIZATION = 40
File: flow/constraint.sdc
current_design testeMemoria

set clk_period 1.7
set clk_io_pct 0.2

create_clock -name clk0 -period $clk_period [get_ports {CLOCK_50}]

set non_clock_inputs [all_inputs -no_clocks]
set_input_delay [expr $clk_period * $clk_io_pct] -clock clk0 $non_clock_inputs
set_output_delay [expr $clk_period * $clk_io_pct] -clock clk0 [all_outputs]
File: flow/design.v
module testeMemoria(
		input CLOCK_50,
		input [3:0] KEY,
		output [3:0] VGA_R,
		output [3:0] VGA_G,
		output [3:0] VGA_B,
		output VGA_HS,
		output VGA_VS,
		output [7:0]LEDG
		);
	reg [18:0] i;
	reg [15:0] j;
	reg [3:0] Red;
	reg [3:0] Green;
	reg [3:0] Blue;
	reg CLK_25;
	reg clock_state;
	assign VGA_R = Red;
	assign VGA_G = Green;
	assign VGA_B = Blue;
	assign VGA_HS = (i >= 660 && i <= 756) ? 0:1;
	assign VGA_VS = (j >= 494 && j <= 495) ? 0:1;
	always @(posedge CLOCK_50) begin
		if (clock_state == 0) begin
			CLK_25 = ~CLK_25;
		end
		else begin
			clock_state = ~clock_state;
		end
	end
	always @(posedge CLK_25) begin
			if (i < 799) begin
				i <= i + 1;
			end
			else begin
				i <= 0;
				if (j < 524) begin
					j <= j + 1;
				end
				else begin
					j <= 0;
				end
			end
	end
	always @(i or j) begin
		if (j < 480 & i < 640) begin
			if (i > 300 & i < 400 & j > 300 & j < 400) begin
				Red <= 4'b1111;
				Green <= 4'b1111;
				Blue <= 4'b1111;
			end
			else begin
				Red <= 4'b1100;
				Green <= 4'b1100;
				Blue <= 4'b1100;
			end
		end
		else begin
			Red <= 4'b0000;
			Green <= 4'b0000;
			Blue <= 4'b0000;
		end
	end
endmodule
File: flow/run.sh
#!/bin/bash
# OpenROAD 26Q1-2900-gdf79404cd8, Yosys 0.63+post, stock flow scripts
make -C /OpenROAD-flow-scripts/flow DESIGN_CONFIG=/design/flow/config.mk WORK_HOME=/design/flow/orfs finish
==> flow_metrics.py <==
# Flow results
metrics = {
    "run_status": {
        "status": "completed",
    },
    "power_and_ir_drop": {
        "powerDensity_nw_per_um2": 164,
        "leakage_nw": 0.724,
        "ir_drop_uv": 476,
    },
    "floorplanning": {
        "die_w_microns": 70.1,
        "num_rows": 24,
        "coreArea_sq_um": 4410,
        "fp-utilization_pct": 42.0,
        "die_area_sq_um": 4910,
        "ios": 27,
        "die_h_microns": 70.1,
    },
    "setup_path": {
        "critPathSlowestCell": "edfxtp_1",
        "max_stage_delay_ns": 0.33,
        "crit_chain": "inv_1",
        "path_class": "reg2reg",
        "worst_setup_path_end_kind": "flip-flop",
        "crit_buf_inv": 1,
        "cp.arrival_ns": 0.59,
        "required_ns": 1.67,
        "path_max_fanout": 2,
        "path_delay_family": "flip-flops",
        "crit_path_start_kind": "flip-flop",
    },
    "layout": {
        "drive_gt1_share_pct": 7.46,
        "finish.utilization_pct": 46.4,
        "syn2layout_area_growth_pct": 10.5,
    },
    "sta": {
        "finalCritPeriodShare_pct": 36.3,
        "whs_ns": 0.444,
        "max_freq_mhz": 1620,
        "untimed_endpoints": 50,
        "fin_setup_tns_ns": 0,
        "finalHoldViolations": 0,
        "rsz0062_at_grt": "no",
        "finalCriticalPeriod_ns": 0.618,
        "setup_viol": 0,
        "fin_skew_ns": 0.00842,
        "unclocked_pins": 35,
        "maxSlewViolCount": 0,
    },
    "detailed_routing": {
        "dr.pass1.iters": 4,
        "viasPerCell": 4.67,
        "drtIter0Drc": 45,
        "wl_microns": 2670,
        "wl_per_cell_microns": 10.6,
        "diodes": 0,
        "drcViolationCount": 0,
        "num_vias": 1181,
        "ant_nets": 0,
    },
    "clock_tree": {
        "clkSlewWorstSetupHoldPaths_ns": 0.03,
        "worstSkewPairLatency_ns": 0.21,
        "cts_resized": 0,
        "cts_root_buf": "clkbuf_8",
        "tritoncts": "done",
        "cts_buffers": 3,
        "clk_path_buf_depth": 2,
        "hold_buffers": 0,
        "htree_levels": 1,
        "post-cts-setup-buffer-count": 0,
    },
    "synth": {
        "yosysWarnings": 9,
        "synth-area-yosys_sq_um": 1850,
        "postSynthCellCount": 183,
        "synth_flops": 37,
        "synth_seq_share_pct": 49.1,
        "synth_area_sq_um": 1850,
        "ys_cells": 183,
        "topCellsByArea": "edfxtp_1 (28%), dfxtp_1 (22%), buf_4 (7.3%)",
        "netlist-cell-type-count": 38,
        "top_area_cell": "edfxtp_1",
        "synth.top_cell.area_share_pct": 27.5,
        "avgSynthCellArea_sq_um": 10.1,
    },
    "placement": {
        "place_hpwl_microns": 2000,
        "port_buffers": 14,
        "gp_congestion": 0.834,
    },
    "worst_hold_path": {
        "hold_path.class": "reg2reg",
    },
    "job": {
        "maxCapViolations": 0,
        "openroad.warnings": 32,
    },
    "global_route": {
        "grt-ovfl-total": 0,
        "grt_pass1_wl_microns": 4770,
        "grt_util_all_layers_pct": 12.0,
        "first_global_vias": 1091,
        "grt_max_degree": 36,
        "antenna_found_initial": 0,
    },
}
[layout make-up]
type                       count  area (sq um)
fill                         408          2370
sequential                    37           911
multi-input combinational    135           838
timing repair buffer          16           155
tap                           52          65.1
clock buffer                   4          45.0
inverter                       9          33.8
[stage by stage]
stage          instances  area (sq um)  power, mW  worst slack (ns)
2_1_floorplan        206          1940      0.144             0.646
3_3_place_gp         249          2000      0.139              1.08
3_5_place_dp         249          2000      0.140              1.08
4_1_cts              253          2050      0.343              1.08
5_1_grt              253          2050      0.353              1.07
6_report             253          2050      0.336              1.08
[final timing paths]
| check | endpoint | slack, ns | startpoint | cells past startpoint |
|---|---|---|---|---|
| max | CLK_25$_DFFE_PN_ | 1.08 | CLK_25$_DFFE_PN_ | 1 |
| min | CLK_25$_DFFE_PN_ | 0.44 | clock_state$_SDFF_PN0_ | 1 |
| max reg2reg | CLK_25$_DFFE_PN_ | 1.08 | CLK_25$_DFFE_PN_ | 1 |
| min reg2reg | CLK_25$_DFFE_PN_ | 0.44 | clock_state$_SDFF_PN0_ | 1 |
[placed cells by master, fill, tap and decap left out, drive strengths merged, types with 7 or more instances in the layout]
cell | synthesis | routed
conb | 1 | 24
nor4 | 7 | 7
edfxtp | 17 | 17
inv | 9 | 9
nand3 | 7 | 7
nand2 | 13 | 13
nor2 | 29 | 29
dfxtp | 20 | 20
xor2 | 8 | 8
clkdlybuf4s50 | 0 | 14
[synthesized netlist by cell type, drive strengths merged]
cell,number
xor2,8
edfxtp,17
conb,1
nand3,7
a22o,1
dfxtp,20
nand2b,1
nor2,29
a311o,1
o2111ai,2
xnor2,6
and3,1
and3b,1
inv,9
o21ai,4
clkbuf,5
nor4b,1
o31ai,1
nor4,7
nor3,4
a21oi,2
and4,2
buf,20
and4b,1
and2,3
nand4,5
a21o,1
o21ba,1
nand2,13
a2111oi,2
o311ai,1
nand3b,1
ha,5
[per-layer routing]
layer	up-vias	track usage, %	wire length, microns	part of all wire [%]
met5	-	0	0	0
li1	625	-	-	-
met4	0	0.667	0	0
met1	534	20.0	1430	53
met2	22	19.2	1170	44
met3	0	0.876	73	2.7
[flip-flops by register name (all words and copies together), names as in the netlist]
name and cells:
CLK_25 1, j 16, clock_state 1, i 19
[logic make-up (layout without fill, tap and decap cells)]
group                    count (synthesis)  after routing  share of synthesized area (%)
flip-flops                              37             37                           49.1
adder cells (fa/ha/maj)                  5              5                           3.37
buffers and inverters                   34             29                           10.7
other                                    1             24                          0.202
AND/OR/NAND/NOR                         76             76                           23.3
AND-OR/OR-AND                           16             16                           6.75
XOR/XNOR                                14             14                           6.61
[where the power goes]
part / leakage, nW / switching (mW) / internal (mW) / total (mW)
combinational: 0.340 / 0.0171 / 0.00408 / 0.0212
clock: 0.0228 / 0.0382 / 0.159 / 0.197
sequential: 0.361 / 0.00642 / 0.111 / 0.117
total: 0.724 / 0.0617 / 0.274 / 0.336
Power figures rest on the tool's default switching activity, not on a simulated workload.
