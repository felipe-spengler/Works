==> flow/design.v <==
module Contador(
	input CLOCK_50,
	output [7:0]LEDG);
reg [32:0]cont;
reg state;
assign LEDG[0] = state;
always @(posedge CLOCK_50)
begin
	cont = cont + 1;
	if (cont == 50000000)begin
		case(state) 
			1: state = 0;
			0: state = 1;
		endcase
		cont <= 6'b0;
	end
end
endmodule
==> flow/run.sh <==
#!/bin/bash
# OpenROAD 26Q1-2900-gdf79404cd8, Yosys 0.63+post, stock flow scripts
make -C /OpenROAD-flow-scripts/flow DESIGN_CONFIG=/design/flow/config.mk WORK_HOME=/design/flow/orfs finish
==> flow/config.mk <==
export PLATFORM = sky130hd
export DESIGN_NAME = Contador
export DESIGN_NICKNAME = Contador
export VERILOG_FILES = /design/flow/design.v
export SDC_FILE = /design/flow/constraint.sdc
export NUM_CORES = 4
export LEC_CHECK = 1
export CORE_AREA = 10 10 109 109
export DIE_AREA = 0 0 119 119
==> flow/constraint.sdc <==
current_design Contador

set clk_period 7.3
set clk_io_pct 0.2

create_clock -name clk0 -period $clk_period [get_ports {CLOCK_50}]

set non_clock_inputs [all_inputs -no_clocks]
set_input_delay [expr $clk_period * $clk_io_pct] -clock clk0 $non_clock_inputs
set_output_delay [expr $clk_period * $clk_io_pct] -clock clk0 [all_outputs]
==> commit_impl_results.txt <==
Refresh implementation metrics

- Run status: finished, final reports clean
- Once the clock tree was built, the resizer swapped 0 gates to a different size.
* Worst-case headroom to the max-slew limit: a little under half
- Number of antenna violations at the first check in global routing: 0
* Critical path endpoint category: register
- Critical path launch point type: register
- Dividing the final minimum period by the clock period gives roughly 43%.
- Area of placed instances: 1990 um2
- Total of endpoints with negative setup slack in the final report: 0
* Worst skew pair latency: about 0.28 ns
- The die covers between 10000 and 15000 um2.
- For this design the ratio of total power to cell area is between 150 and 200 nW/um2.
- Number of design-rule violations left by the first detailed-router iteration: ~78
- Clock tree synthesis inserted a total of 5 buffers.
* Cell breakdown of the critical path: ha_1 -> nand4_2 -> nor4_4 -> and4_1 -> mux2_2 -> a2bb2oi_1 -> nor4_4 -> nor2_1
- Total iterations of the first detailed-routing run: 4
- Total of warnings raised by yosys: 8
- The detailed router placed 1449 vias in this run.
* H-Tree Depth: 2
- Max Buffers Root-to-Sink: 2
* Area inside the core boundary: between 9000 and 10000 um2
* Total grt overflow: 0
- Instance count of the mapped netlist: between 200 and 250
* Number of max-slew violations in the final report: 0
- The routed design could run at a clock period as short as around 3.2 ns.
* First-pass GRT wire length: around 6.6 mm
* Filler cell count in the final layout: around 1100
- Setup Buffers After CTS: 0
- Antenna repair during routing inserted a diode count of 0.
* Total half-perimeter wirelength after legalization and detailed placement: around 2.9 mm
* Worst IR drop on VDD: approximately 0.000054 V
* Clock-pin slew on the worst setup and hold paths: about 0.06 ns
* Netlist Area Pre-Place: around 1900 um2
- The finished cells cover 2070 um2.
- Buffer and inverter count on the worst path: 0
- Critical path arrival: 3.30 ns
* Via count of the first global-routing pass: 1368
- Biggest cell delay along the critical path: between 0.7 and 0.8 ns
* Unrepaired setup endpoints after global routing: no
* Cell at the slowest stage of the critical path: sky130_fd_sc_hd__nor4_4
- FF+latch count, synth: 34
* Crit Path Category: reg2reg
* CTS Root Cell: sky130_fd_sc_hd__clkbuf_8
- Overall power after layout: ~320 uW
- For this run, the total global-route usage over all layers was measured as approximately 5.4%.
- Across the run, the number of max-cap violations was 0.
* Count of clock tree sinks: 34
- Required @ worst endpoint: 7.43 ns
* Maximum number of pins on one net before global-route repair: 15
- Share of post-route cells with drive strength above 1: under 10%
* Worst-margin pin slew: slightly below 0.8 ns
- Reg area: 691 um2
- Count of distinct cell types in the synthesized netlist: ~46
* Mean area per synthesized cell: slightly below 9 um2
* Placement Rows: 36
* Class of the worst hold path: reg2reg
* Routed wire length: roughly 3.7 mm
* Most common library cell in the layout ignoring fill and taps: sky130_fd_sc_hd__dfxtp_1
- Relative to the synthesized area, the layout overhead comes to 9.81%.
- Die W: between 100 and 150 um
- The most numerous cell type found on the critical path is sky130_fd_sc_hd__nor4_4.
- Fmax: about 320 MHz
- Looking at the cell usage after synthesis, the top flip-flop cell is sky130_fd_sc_hd__dfxtp_1.
- Final hold vios: 0
* Number of cells in the yosys synthesis report: around 210
- Port Buffer Count: 1
- Flip-flops with a built-in enable: 1
* CTS tree: built
* Gate Area: between 1000 and 1500 um2
- For this design the top-level I/O count stands at 9.
- Counting flops with an async set or reset pin after synthesis yields a share of 0%.
- Cell types occupying the most area after synthesis: sky130_fd_sc_hd__dfxtp_1 (35%), sky130_fd_sc_hd__xnor2_1 (9.3%), sky130_fd_sc_hd__nand4_1 (5.3%)
* Hold bufs inserted after CTS: 0
* Yosys synthesis chip area: approximately 1900 um2
- Per STA, the worst path accumulates the most delay in the family simple AND/OR/NAND/NOR gates.
- Summing over the stages, the warning tally comes to 26.
- Per the gpl log, the routability congestion estimate is approximately 0.86.
- Floorplan core density: 19.6%
- Per the synthesis report, the single largest cell type by area occupies between 30% and 40% of cell area.
* Seq/Total Area, Yosys: 36.6%
- Per the detail_route report, DRC violations left total 0.
- The count of nets left with antenna violations once routing finished came out at 0.
* Top logic cells by instance count in the layout: sky130_fd_sc_hd__dfxtp_1 (33), sky130_fd_sc_hd__nor2_1 (23), sky130_fd_sc_hd__xnor2_1 (20)
- Per the detail_route report, vias per standard cell equal about 4.2.
- In the final timing run, aggregate negative setup slack is 0 ns.
- Per the detail_route report, routed wire per instance is between 10 and 15 um.
* Crit path max fanout: 14
* Cell type with the largest total area after synthesis: sky130_fd_sc_hd__dfxtp_1
- Worst-case clock skew: between 0.005 and 0.006 ns
- For this design the static power due to leakage is ~0.00065 uW.
- The vertical die dimension reported for this design is 119 um.
-- where the power goes --
part	internal [uW]	switching, uW
clock	67.7	62.0
combinational	0	0.172
sequential	186	0
total	254	62.1
-- state kept, by name, indices dropped and copies added (netlist names) --
| name | flops |
|---|---|
| state | 1 |
| cont | 33 |
-- Yosys cell counts, types with 2 or more instances --
| master | number |
|---|---|
| sky130_fd_sc_hd__dfxtp_1 | 33 |
| sky130_fd_sc_hd__nor2_1 | 23 |
| sky130_fd_sc_hd__xnor2_1 | 20 |
| sky130_fd_sc_hd__nand4_1 | 16 |
| sky130_fd_sc_hd__nand2_1 | 15 |
| sky130_fd_sc_hd__inv_1 | 11 |
| sky130_fd_sc_hd__nand3_1 | 11 |
| sky130_fd_sc_hd__xor2_1 | 10 |
| sky130_fd_sc_hd__buf_4 | 9 |
| sky130_fd_sc_hd__and3_1 | 7 |
| sky130_fd_sc_hd__nor3_1 | 7 |
| sky130_fd_sc_hd__nor4_1 | 5 |
| sky130_fd_sc_hd__a211oi_1 | 2 |
| sky130_fd_sc_hd__a21boi_0 | 2 |
| sky130_fd_sc_hd__a21oi_1 | 2 |
| sky130_fd_sc_hd__and4_1 | 2 |
| sky130_fd_sc_hd__clkbuf_2 | 2 |
| sky130_fd_sc_hd__ha_1 | 2 |
| sky130_fd_sc_hd__nand4b_1 | 2 |
| sky130_fd_sc_hd__nor2b_1 | 2 |
| sky130_fd_sc_hd__nor4_4 | 2 |
| sky130_fd_sc_hd__o2111ai_1 | 2 |
| sky130_fd_sc_hd__o311ai_0 | 2 |
| sky130_fd_sc_hd__or2_2 | 2 |
-- cell families (layout without fill, tap and decap cells) --
kind of cell             count (synthesis)  in the layout  synth area share [%]
AND-OR/OR-AND                           17             17                  7.49
XOR/XNOR                                30             30                  13.9
adder cells (fa/ha/maj)                  2              2                  1.33
buffers and inverters                   24             20                  7.16
flip-flops                              34             34                  36.6
multiplexers                             1              1                 0.597
other                                    1              7                 0.199
AND/OR/NAND/NOR                        104            104                  32.7
-- metal layers --
metal	part of all wire, %	GRT usage (%)	wire (um)
met1	53	8.29	1980
met2	42	7.64	1580
met3	2.6	1.10	97
met4	1.9	0.840	70
met5	0	0	0
-- layout make-up --
cell class              instances  share of cell area (%)
well taps                     133                    8.03
flip-flops and latches         34                    33.3
clock buffers                   8                    3.86
multi-input cells             161                    52.3
inverters                      11                    1.99
repair buffers                  1                   0.483
-- per-stage QoR --
stage	hold slack [ns]	util (%)	setup slack, ns	cells
4_1_cts	0.476	21.5	4.13	348
6_report	0.469	21.5	4.13	348
3_3_place_gp	0.451	20.7	4.24	340
2_1_floorplan	0.434	-	4.65	219
5_1_grt	0.521	21.5	3.86	348
3_5_place_dp	0.466	20.7	4.14	340
-- path summary, 6_finish.rpt --
kind,start,to,slack [ns],cells past startpoint
min,cont[32],cont[32],0.47,1
min reg2reg,cont[32],cont[32],0.47,1
max reg2reg,cont[0],cont[14],4.13,8
max,cont[0],cont[14],4.13,8
Power and IR drop assume default switching activity.
